--- ./config.mk ---
export PLATFORM = sky130hd
export DESIGN_NAME = primal_math_engine
export DESIGN_NICKNAME = primal_math_engine
export VERILOG_FILES = /design/flow/design.v
export SDC_FILE = /design/flow/constraint.sdc
export NUM_CORES = 4
export LEC_CHECK = 1
export CORE_UTILIZATION = 50
--- ./constraint.sdc ---
current_design primal_math_engine

set clk_period 17.1
set clk_io_pct 0.2

create_clock -name clk0 -period $clk_period [get_ports {clk}]

set non_clock_inputs [all_inputs -no_clocks]
set_input_delay [expr $clk_period * $clk_io_pct] -clock clk0 $non_clock_inputs
set_output_delay [expr $clk_period * $clk_io_pct] -clock clk0 [all_outputs]
--- ./design.v ---
module helical_nand_array (
    input wire clk,
    input wire rst_n,
    input wire [7:0] data_in,
    input wire start_breath,
    output wire [7:0] data_out,
    output wire [7:0] remainders,   
    output wire any_violation,
    output wire breath_complete
);
    reg [1:0] breath_phase;
    reg [2:0] cell_counter;
    wire inhale = (breath_phase == 2'd0);
    wire exhale = (breath_phase == 2'd2);
    wire [7:0] signal_chain;
    wire [2:0] phase_chain [7:0];
    wire [7:0] admit_chain;
    wire [7:0] violation_flags;
    wire [7:0] remainder_bits;
    genvar i;
    generate
        for (i = 0; i < 8; i = i + 1) begin : helix
            helical_nand_cell #(
                .PHASE_BITS(3)
            ) cell (
                .clk(clk),
                .rst_n(rst_n),
                .signal_in(i == 0 ? data_in[0] : signal_chain[i-1]),
                .signal_out(signal_chain[i]),
                .phase_in(i == 0 ? 3'd0 : phase_chain[i-1]),
                .phase_out(phase_chain[i]),
                .admit(admit_chain[i]),
                .violation(violation_flags[i]),
                .inhale(inhale),
                .exhale(exhale),
                .remainder(remainder_bits[i])
            );
        end
    endgenerate
    assign admit_chain = ~(data_in ^ {signal_chain[6:0], data_in[7]});
    assign data_out = signal_chain;
    assign remainders = remainder_bits;
    assign any_violation = |violation_flags;
    always @(posedge clk or negedge rst_n) begin
        if (!rst_n) begin
            breath_phase <= 2'd0;
            cell_counter <= 3'd0;
        end else if (start_breath) begin
            breath_phase <= 2'd0;
            cell_counter <= 3'd0;
        end else if (cell_counter < 3'd7) begin
            cell_counter <= cell_counter + 1;
        end else begin
            breath_phase <= breath_phase + 1;
            if (breath_phase == 2'd3) begin
                breath_phase <= 2'd0;   
            end
        end
    end
    assign breath_complete = (breath_phase == 2'd3);
endmodule
module helical_nand_cell #(
    parameter PHASE_BITS = 3   
) (
    input wire clk,
    input wire rst_n,
    input wire signal_in,
    output reg signal_out,
    input wire [PHASE_BITS-1:0] phase_in,
    output reg [PHASE_BITS-1:0] phase_out,
    input wire admit,            
    output reg violation,        
    input wire inhale,
    input wire exhale,
    output reg remainder         
);
    reg potential;               
    reg [PHASE_BITS-1:0] phase_current;
    wire nand_out;
    assign nand_out = ~(signal_in & potential);
    localparam IDLE = 2'd0,
               HOLD = 2'd1,
               EXHALE = 2'd2,
               RETURN = 2'd3;
    reg [1:0] breath_state;
    always @(posedge clk or negedge rst_n) begin
        if (!rst_n) begin
            breath_state <= IDLE;
            signal_out <= 1'b0;
            phase_out <= 3'd0;
            violation <= 1'b0;
            remainder <= 1'b0;
            potential <= 1'b0;
            phase_current <= 3'd0;
        end else begin
            case (breath_state)
                IDLE: begin
                    if (inhale) begin
                        potential <= signal_in;
                        phase_current <= phase_in;
                        breath_state <= HOLD;
                    end
                end
                HOLD: begin
                    phase_current <= phase_current + 3'd1;
                    if (phase_current[0] == 1'b1) begin
                    end
                    if (!admit && (signal_in == potential)) begin
                        violation <= 1'b1;   
                    end
                    breath_state <= EXHALE;
                end
                EXHALE: begin
                    if (exhale) begin
                        signal_out <= nand_out;
                        phase_out <= phase_current;
                        remainder <= nand_out ^ signal_in;
                        breath_state <= RETURN;
                    end
                end
                RETURN: begin
                    breath_state <= IDLE;
                    potential <= 1'b0;
                end
            endcase
        end
    end
endmodule
module primal_math_engine (
    input wire clk,
    input wire rst_n,
    input wire [31:0] prime_a,
    input wire [31:0] prime_b,
    input wire [1:0] op,   
    input wire compute,
    output reg [31:0] result,
    output reg [31:0] t1_remainder,
    output reg valid,
    output reg constitutional_violation
);
    wire [7:0] helix_out_a, helix_out_b;
    wire [7:0] remain_a, remain_b;
    wire viol_a, viol_b;
    wire breath_a_done, breath_b_done;
    helical_nand_array helix_a (
        .clk(clk),
        .rst_n(rst_n),
        .data_in(prime_a[7:0]),
        .start_breath(compute),
        .data_out(helix_out_a),
        .remainders(remain_a),
        .any_violation(viol_a),
        .breath_complete(breath_a_done)
    );
    helical_nand_array helix_b (
        .clk(clk),
        .rst_n(rst_n),
        .data_in(prime_b[7:0]),
        .start_breath(breath_a_done),
        .data_out(helix_out_b),
        .remainders(remain_b),
        .any_violation(viol_b),
        .breath_complete(breath_b_done)
    );
    reg [31:0] add_result, mul_result, gcd_result;
    reg prime_check_result;
    always @(*) begin
        add_result = helix_out_a ^ helix_out_b;   
    end
    always @(*) begin
        mul_result = 32'd0;
        for (integer i = 0; i < 8; i = i + 1) begin
            if (helix_out_b[i]) begin
                mul_result = mul_result + (helix_out_a << i);
            end
        end
    end
    assign gcd_result = helix_out_a;   
    always @(*) begin
        prime_check_result = (remain_a != remain_b) && (|remain_a);
    end
    always @(posedge clk or negedge rst_n) begin
        if (!rst_n) begin
            result <= 32'd0;
            t1_remainder <= 32'd0;
            valid <= 1'b0;
            constitutional_violation <= 1'b0;
        end else if (breath_b_done) begin
            case (op)
                2'b00: result <= add_result;
                2'b01: result <= mul_result;
                2'b10: result <= gcd_result;
                2'b11: result <= {31'd0, prime_check_result};
            endcase
            t1_remainder <= {remain_b, remain_a, 16'd0};
            valid <= 1'b1;
            constitutional_violation <= viol_a | viol_b;
        end
    end
endmodule
--- ./run.sh ---
#!/bin/bash
# OpenROAD 26Q1-2900-gdf79404cd8, Yosys 0.63+post, stock flow scripts
make -C /OpenROAD-flow-scripts/flow DESIGN_CONFIG=/design/flow/config.mk WORK_HOME=/design/flow/orfs finish
==> flow_metrics.tcl <==
# implementation run metrics
set metrics [dict create \
    gp_congestion 0.9059 \
    via_per_inst 5.431 \
    htree_levels 4 \
    cts_made_buffers 17 \
    fill_cells 1866 \
    hold_buffers 0 \
    pwr-share-clk 0.414 \
    final_cell_mix "dfrtp_1 (156), nand2_1 (129), ha_1 (98), inv_1 (93), o21ai_0 (77)" \
    drt_iter0_drc 388 \
    cap_violations 0 \
    grt_start_max_net_pins 69 \
    cp-end-kind "register" \
    crit_path_max_incr_delay_ps 520 \
    ff_type "dfrtp_1" \
    syn2layout_area_growth_pct 12.58 \
    peakVddDrop_mv 0.06373 \
    yosys_warnings 4 \
    track_usage 0.2476 \
    crit_path_max_fanout 8 \
    ys_sh_xor 0.04662 \
    mi_logic_area_mm2 0.005744 \
    status "complete, no violations" \
    num_rows 53 \
    place.port_buffers 54 \
    power_leakage_uw 0.006205 \
    drc 0 \
    postSynthAreaPerCell_um2 9.570 \
    fin_crit_ps 10350 \
    dieArea_mm2 0.02201 \
    synth-simple-area-share 0.1250 \
    setup_violations 0 \
    vias 7962 \
    power.density_mw_per_mm2 78.14 \
    grt-ovfl-total 0 \
    ys_cells 1119 \
    cp.required_ps 17410 \
    drive_gt1_frac 0.1024 \
    cts_resized 0 \
    ys_area_mm2 0.01071 \
    pwr-share-comb 0.124 \
    warning_count 99 \
    synth_flops 172 \
    diodes 0 \
    ys_sh_aoi 0.1924 \
    routedWlPerCell_um 16.83 \
    criticalPathCategory "reg -> reg" \
    die_h_um 148.4 \
    slew_violations 0 \
    cts_root_buf "clkbuf_16" \
    top_logic_kind "AND-OR/OR-AND gates" \
    seqPwrFrac 0.463 \
    cts_tree "built" \
    clk_transition_reported_paths_ps 70 \
    syn-instance-count 1119 \
    design.portCount 135 \
    yosys.stat.seqShare 0.4038 \
    yosysUniqueCellTypes 69 \
    grt_antenna_before_repair 0 \
    cp_top_family "AND-OR/OR-AND gates" \
    hold_viol 0 \
    edf_count 0 \
    fp_util 0.5094 \
    worstPathArrival_ps 10660 \
    drtPass1Iterations 5 \
    fmax_mhz 96.57 \
    post-route-period-util 0.6055 \
    intPower_uw 676.6 \
    worstMarginPinSlew_ps 839.1 \
    adder_share 0.1288 \
    skew_ps 16.86 \
    clk_latency_ps 430 \
    crit_path_start_kind "register" \
    drt_wl_total_um 24680 \
    die_x_um 148.4 \
    max_slew_margin 0.4355 \
    clk_path_buf_depth 2 \
    path_common_cell "ha_1" \
    crit_buf_inv 4 \
    synth.mux.area_fraction 0.03213 \
    grt_pass1_wl_um 40720 \
    detail-route-antenna-nets 0 \
    hpwlAfterDp_um 17790 \
    clock-sinks 172 \
    dpl.cell_count 1434 \
    cts_setup_buffers 0 \
    critPathSlowestCell "fa_1" \
    syn_area_mm2 0.01071 \
    final_cells 1466 \
    grt_pass1_vias 7604 \
    setup_tns_ps 0 \
    min_path_type "reg -> reg" \
    rsz0062_at_grt "false" \
    p_sw_uw 265.5 \
    synth-async-reset-ratio 1.000 \
    core_area_mm2 0.02102 \
    seq_area_mm2 0.004324 \
    lay_top_count "dfrtp_1" \
    switching_share 0.2818 \
]
[state kept, by name (all words and copies together), names as in the netlist, 8 cells and up]
register / count
helix_b.helix.cell.signal_out: 8
result: 16
helix_a.helix.cell.potential: 8
helix_b.helix.cell.violation: 8
helix_b.helix.cell.remainder: 8
t1_remainder: 16
helix_b.helix.cell.potential: 8
helix_a.helix.cell.violation: 8
helix_a.helix.cell.breath_state: 32
helix_a.helix.cell.signal_out: 8
helix_a.helix.cell.remainder: 8
helix_b.helix.cell.breath_state: 32
[final cells by class]
type,count,area share
inverter,100,0.03113
tap,275,0.02854
clock buffer,17,0.03528
sequential,172,0.3587
clock inverter,15,0.01443
timing repair buffer,71,0.05552
multi-input combinational,816,0.4764
[routing by layer]
layer  vias to the layer above  global-route usage  part of all wire
met1                      3809              0.3998              0.49
li1                       3996                   -                 -
met5                         -                   0                 0
met4                         0             0.02887            0.0096
met3                        13             0.03505             0.037
met2                       144              0.3808              0.46
[metrics by stage]
stage / cell area (um2) / setup WS (ps) / hold slack, ps / power [uW] / util
3_3_place_gp: 11460 / 6812 / 440.1 / 560.7 / 0.5450
3_5_place_dp: 11460 / 6764 / 445.9 / 561.7 / 0.5450
5_1_grt: 12060 / 5776 / 478.5 / 986.1 / 0.5735
4_1_cts: 12060 / 6694 / 467.0 / 955.6 / 0.5735
2_1_floorplan: 10830 / 7993 / 410.3 / 505.0 / -
6_report: 12060 / 6745 / 465.4 / 942.1 / 0.5735
[cell usage after synthesis (14+ instances only)]
library cell | count | share of area
buf_4 | 33 | 0.023
a21oi_1 | 45 | 0.021
nor2_1 | 60 | 0.021
inv_1 | 93 | 0.033
nand2_1 | 129 | 0.045
a31o_2 | 17 | 0.014
nor3_1 | 21 | 0.0098
xor2_1 | 34 | 0.028
clkbuf_1 | 17 | 0.0060
mux2_2 | 25 | 0.026
a32o_1 | 14 | 0.013
xnor2_1 | 23 | 0.019
dfrtp_1 | 156 | 0.36
dfstp_2 | 16 | 0.039
ha_1 | 99 | 0.12
o21ai_0 | 77 | 0.036
and2_1 | 21 | 0.012
a21o_1 | 37 | 0.026
[worst paths after layout]
| path | depth (start not counted) | end | slack (ps) | from |
|---|---|---|---|---|
| max in group asynchronous | 2 | helix_b.helix[4].cell.breath_state[1] | 12920 | rst_n |
| hold / removal | 2 | helix_b.helix[5].cell.breath_state[0] | 470 | helix_b.helix[5].cell.breath_state[3] |
| setup / recovery | 45 | result[15] | 6750 | helix_a.helix[1].cell.signal_out |
| min in group asynchronous | 1 | helix_b.helix[6].cell.breath_state[3] | 3010 | rst_n |
| hold reg to reg | 2 | helix_b.helix[5].cell.breath_state[0] | 470 | helix_b.helix[5].cell.breath_state[3] |
| setup reg to reg | 45 | result[15] | 6750 | helix_a.helix[1].cell.signal_out |
[power groups by stage]
stage / Sequential (uW) / Clock (uW) / Combinational [uW]
4_1_cts: 437 / 401 / 118
5_1_grt: 437 / 417 / 131
6_report: 436 / 390 / 116
[cell families after synthesis]
family / after synthesis
compound gates: 299
xor+xnor: 57
fa+ha+maj: 106
buf+inv: 162
flops: 172
mux: 30
other cells: 1
simple gates: 292
[worst reg2reg max path, delay by kind of cell, from the launching register on]
family          cells  cell delay, ps
buf+inv             4             620
simple gates       11            1760
xor+xnor            2             440
flops               1             380
compound gates     20            4260
fa+ha+maj           8            2810
Power is estimated from default activity; no workload was simulated.
